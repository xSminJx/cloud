**design/flow/config.mk**
```make
export PLATFORM = sky130hd
export DESIGN_NAME = StopWatch
export DESIGN_NICKNAME = StopWatch
export VERILOG_FILES = /design/flow/design.v
export SDC_FILE = /design/flow/constraint.sdc
export NUM_CORES = 4
export LEC_CHECK = 1
export CORE_UTILIZATION = 40
```
**design/flow/constraint.sdc**
```tcl
current_design StopWatch

set clk_period 3.5
set clk_io_pct 0.2

create_clock -name clk0 -period $clk_period [get_ports {i_Clk}]

set non_clock_inputs [all_inputs -no_clocks]
set_input_delay [expr $clk_period * $clk_io_pct] -clock clk0 $non_clock_inputs
set_output_delay [expr $clk_period * $clk_io_pct] -clock clk0 [all_outputs]
```
**design/flow/design.v**
```verilog
module FND(i_sel,o_out);
  input [3:0]i_sel;
  output reg [6:0]o_out;
  always@*
  case(i_sel)
    4'h0:o_out=7'b1000000;
    4'h1:o_out=7'b1111001;
    4'h2:o_out=7'b0100100;
    4'h3:o_out=7'b0110000;
    4'h4:o_out=7'b0011001;
    4'h5:o_out=7'b0010010;
    4'h6:o_out=7'b0000010;
    4'h7:o_out=7'b1011000; 
    4'h8:o_out=7'b0000000;
    4'h9:o_out=7'b0010000;
	 default o_out=7'b1111111;
  endcase
endmodule
module StopWatch (
  i_Clk,
  i_Rst,
  i_fStart,
  i_fStop,
  o_Sec0,
  o_Sec1,
  o_Sec2
);
  input i_Clk, i_Rst, i_fStart, i_fStop;
  output [6:0] o_Sec0, o_Sec1, o_Sec2;
  reg [1:0]   c_state,  n_state;
  reg         c_fStart, n_fStart,
              c_fStop,  n_fStop;
  reg [3:0]   c_Sec0,   n_Sec0,
              c_Sec1,   n_Sec1,
              c_Sec2,   n_Sec2;
  reg [22:0]  c_ClkCnt, n_ClkCnt;
  parameter LST_CLK = 100_000_000/20- 1;
  parameter IDLE = 2'b00, WORK = 2'b01, PAUSE = 2'b10;
  wire isLstClk;
  wire isLstSec0, isLstSec1, isLstSec2;
  wire isInSec0, isInSec1, isInSec2;
  wire fStart, fStop;
  FND FND0(c_Sec0, o_Sec0);
  FND FND1(c_Sec1, o_Sec1);
  FND FND2(c_Sec2, o_Sec2);
  always @(posedge i_Clk, negedge i_Rst) begin
    if(!i_Rst) begin
      c_fStart = 1;
      c_fStop  = 1;
      c_Sec0   = 0;
      c_Sec1   = 0;
      c_Sec2   = 0;
      c_ClkCnt = 0;
      c_state    = IDLE;
    end else begin
      c_fStart = n_fStart;
      c_fStop  = n_fStop;
      c_Sec0   = n_Sec0;
      c_Sec1   = n_Sec1;
      c_Sec2   = n_Sec2;
      c_ClkCnt = n_ClkCnt;
      c_state  = n_state;
    end
  end
  assign isLstClk = c_ClkCnt == LST_CLK;
  assign fStart = !i_fStart && c_fStart,
         fStop  = !i_fStop  && c_fStop;
  assign isInSec0 = isLstClk,
         isInSec1 = isInSec0 & isLstSec0,
         isInSec2 = isInSec1 & isLstSec1;
  assign isLstSec0 = c_Sec0 == 9,
         isLstSec1 = c_Sec1 == 9,
         isLstSec2 = c_Sec2 == 9;
  always@* begin
    n_fStart = i_fStart;
    n_fStop = i_fStop;
    n_state = c_state;
    n_Sec0 = c_Sec0;
    n_Sec1 = c_Sec1;
    n_Sec2 = c_Sec2;
    n_ClkCnt = c_ClkCnt;
    case(c_state)
        IDLE : begin
          n_Sec0   = 0;
          n_Sec1   = 0;
          n_Sec2   = 0;
          n_ClkCnt = 0;
          if (fStart) n_state = WORK;
        end
        WORK : begin
          n_ClkCnt = isLstClk ? 0 : c_ClkCnt + 1;
          if(isInSec0) n_Sec0 = isLstSec0 ? 0 : c_Sec0 + 1; 
          if(isInSec1) n_Sec1 = isLstSec1 ? 0 : c_Sec1 + 1; 
          if(isInSec2) n_Sec2 = isLstSec2 ? 0 : c_Sec2 + 1; 
          if(fStop) n_state = IDLE;
          else if(fStart) n_state = PAUSE;
        end
        PAUSE : begin
          if(fStop) n_state = IDLE;
          else if(fStart) n_state = WORK;
        end
    endcase
  end
endmodule
```
**design/flow/run.sh**
```bash
#!/bin/bash
# OpenROAD 26Q1-2900-gdf79404cd8, Yosys 0.63+post, stock flow scripts
make -C /OpenROAD-flow-scripts/flow DESIGN_CONFIG=/design/flow/config.mk WORK_HOME=/design/flow/orfs finish
```
==> Slide: Implementation Results <==
Key Metrics from the Run

Logic synthesis
  • Flops & latches, synth: about 40
  • Synth top area share: 34.4%
  • Yosys stat area: 2690 um^2
  • Top cells, area: dfrtp_1 (34%), o21ai_0 (6.5%), ha_1 (6.0%)
  • Post-Syn Area: 2690 um^2
  • Synthesized area per cell: between 8 and 9 um^2
  • Post-synth ARST share: approximately 100%
  • Post-synth EDFFs: 0
  • Top-count cell post-synth: dfrtp_1
  • Ys cells: 333
  • Syn Inst Count: 333
  • Commonest cells post-synth: dfrtp_1 (37), o21ai_0 (35), a21oi_1 (31), nand2_1 (30), nor2_1 (24)
  • Main synth FF type: dfrtp_1
  • Synth area leader: dfrtp_1
  • Distinct cell type count of the synthesized netlist: 47
  • Sequential fraction of the synthesis area: 37.3%
  • Synth warnings: 2

Drt
  • DRC: 6
  • DRT Pass-1 Iters: around 45
  • Ant diodes: 0
  • Routed WL: 5.67 mm
  • Vias: 2,404
  • Remaining antenna violation count: 0
  • Per-cell routed wire length: approximately 13 um
  • DR iter-0 viols: 124
  • Vias/cell: 5.68

Timing
  • TNS Setup: 0 ns
  • Max Fclk: between 300 and 400 MHz
  • # setup viols final: 0
  • Fin worst setup slack: 0.738 ns
  • Worst-margin pin slew: ~0.84 ns
  • Rel. slew slack: 43.5%
  • Slew Limit Fails: 0
  • RSZ-0062 raised after global routing: no
  • Worst Skew: 0.00633 ns
  • Final worst path period need: 2.76 ns
  • Fin. Hold Viols: 0
  • Final period utilization: between 70% and 80%

Global routing
  • Largest net degree at the start of global routing: 41
  • Initial antenna violation count: 0
  • Gr usage total: 17.5%
  • First-pass GRT wire length: 9.99 mm
  • GRT overflow: 0
  • Via count of the first global-routing pass: 2,139

Pwr
  • Peak VDD IR: 0.201 mV
  • Power per cell area: 276 nW/um^2
  • LEAKAGE: between 1 and 1.5 nW

Clock tree
  • Clk latency late pin: 0.29 ns
  • CTS tree: done
  • Clock Tree Root: clkbuf_8
  • CTS resizes: 0
  • H-tree depth: 2
  • Post-CTS Setup Inserts: 0
  • Clock Pin Slew Worst Setup and Hold Paths: roughly 0.080 ns
  • # clock sinks: 40
  • Hold Buf Count CTS: 0
  • Clock Tree Buf Depth: 2
  • CTS Buf Count: 5

Worst setup path
  • CP startpoint kind: flop
  • Worst r2r path cells: 6
  • Crit-path max cell delay: slightly below 0.7 ns
  • CP Capture Type: flop
  • Crit-path leading delay family: simple AND/OR/NAND/NOR gates
  • Crit Reg-Reg Startpoint: c_ClkCnt[0]
  • Arr. time, crit path: 2.99 ns
  • Buf/Inv on CP: 0
  • Worst Path Max Fanout: 10
  • Crit. Startpoint: c_ClkCnt[0]
  • Reg2reg setup slack: 0.74 ns
  • CP Class: flop to flop
  • FF-to-FF End: c_Sec1[3]
  • Critical path's slowest cell: or4_1
  • Required @ worst endpoint: between 3 and 4 ns
  • Cell Chain, Critical Path: ha_1 > nand3_2 > or4_4 > or4_1 > or4b_1 > nand3_1

Floorplan
  • Die ar.: around 7100 um^2
  • Core Util at FP: 41.9%
  • FP Rows: 29
  • Ports: 25
  • Die Width: 84.0 um
  • Vertical die size: 84.0 um
  • Core area: about 6400 um^2

Layout
  • Reg area: 1000 um^2
  • Logic area: between 1500 and 2000 um^2
  • Area growth syn-to-layout: 14.0%
  • Layout cell share with drive strength beyond 1: 6.07%
  • Number of fill cells in the layout: slightly above 600

Min path
  • Worst Hold Class: input port to async pin

Run status
  • Failing checks: DRC
  • Status: finished, violations left

Job
  • Max cap viols: 0
  • OpenROAD warning count: 34

Placement
  • DP HPWL: just under 4 mm
  • Gp weighted congestion: 0.850
  • Post-Place Worst Slack: 0.761 ns
  • IO Port Bufs: 24
-- layout make-up --
cell class / count / share of cell area (%)
multi-input combinational: 255 / 50.3
clock inverter: 2 / 1.14
timing repair buffer: 27 / 8.39
tap: 77 / 3.14
sequential: 40 / 32.7
inverter: 16 / 1.96
clock buffer: 6 / 2.36
-- sequential cells by signal, summed over array words and instances (netlist names) --
register  cells
c_Sec1        4
c_fStart      1
c_Sec0        4
c_state       3
c_ClkCnt     23
c_Sec2        4
c_fStop       1
-- stage by stage --
step                      hold slack [ns]  area [um^2]  total power, mW  utilization, %  instances
after global placement              0.501         2960            0.489            46.1        415
after global routing                0.507         3070            0.880            47.8        423
final                               0.462         3070            0.847            47.8        423
after CTS                           0.476         3070            0.859            47.8        423
after floorplan                     0.404         2690            0.475               -        333
after detailed placement            0.498         2960            0.489            46.1        415
-- power by group --
group	switching [mW]	leakage, nW	internal [mW]
Clock	0.157	0.0552	0.212
Sequential	0.000396	0.549	0.464
Combinational	0.0107	0.624	0.00379
-- cell families (layout without fill, tap and decap cells) --
logic type / after synthesis / count (layout) / synth area share (%)
buffers and inverters: 38 / 51 / 5.34
DFF: 40 / 40 / 37.3
adders and majority gates: 13 / 13 / 6.04
AOI/OAI and AO/OA: 105 / 105 / 23.0
muxes: 3 / 3 / 1.12
xor gates and xnor gates: 4 / 4 / 1.30
and+or+nand+nor: 130 / 130 / 25.8
-- metal layers --
metal | global-route usage, % | part of all wire (%)
met5 | 0 | 0
met3 | 2.71 | 3.6
met2 | 26.8 | 44
met1 | 28.2 | 51
met4 | 1.41 | 0.99
-- cells in the final DEF (no fill, tap or decap), types with 6 or more instances in the layout --
cell type / count
dfrtp_1: 37
o21ai_0: 35
a21oi_1: 31
nand2_1: 30
nor2_1: 24
clkdlybuf4s50_1: 23
nand3_1: 22
inv_1: 16
a31oi_1: 14
ha_1: 13
o31ai_1: 6
nor3_1: 6
nand3b_1: 6
-- worst max-delay path by stage --
stage	endpoint	cells past startpoint	slack (ns)
4_1_cts	c_Sec1[3]	6	0.74
6_report	c_Sec1[3]	6	0.74
5_1_grt	c_Sec1[3]	6	0.61
Power and IR drop assume default switching activity.
