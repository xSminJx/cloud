[design/flow/design.v]
module ScoreFND (i_score, o_score_one, o_score_ten, o_score_hun, o_score_thou);
    input  [11:0] i_score;
    output reg [3:0] o_score_one;
    output reg [3:0] o_score_ten; 
    output reg [3:0] o_score_hun;
    output reg [3:0] o_score_thou;
    reg [11:0] temp_score;
    always @(*) begin
        temp_score = i_score;
        o_score_one = 4'd10;
        o_score_ten = 4'd10;
        o_score_hun = 4'd10;
        o_score_thou = 4'd10;
        if (temp_score >= 1000) begin
            o_score_thou = temp_score / 1000;
            temp_score = temp_score % 1000; 
        end
        if (temp_score >= 100) begin
            o_score_hun = temp_score / 100;
            temp_score = temp_score % 100; 
        end
        if (temp_score >= 10) begin
            o_score_ten = temp_score / 10;
            temp_score = temp_score % 10; 
        end
        o_score_one = temp_score; 
    end
endmodule
[design/flow/run.sh]
#!/bin/bash
# OpenROAD 26Q1-2900-gdf79404cd8, Yosys 0.63+post, stock flow scripts
make -C /OpenROAD-flow-scripts/flow DESIGN_CONFIG=/design/flow/config.mk WORK_HOME=/design/flow/orfs finish
[design/flow/config.mk]
export PLATFORM = sky130hd
export DESIGN_NAME = ScoreFND
export DESIGN_NICKNAME = ScoreFND
export VERILOG_FILES = /design/flow/design.v
export SDC_FILE = /design/flow/constraint.sdc
export NUM_CORES = 4
export LEC_CHECK = 1
export CORE_AREA = 10 10 96 96
export DIE_AREA = 0 0 106 106
[design/flow/constraint.sdc]
current_design ScoreFND

set clk_period 14.9
set clk_io_pct 0.2

create_clock -name clk0 -period $clk_period

set non_clock_inputs [all_inputs -no_clocks]
set_input_delay [expr $clk_period * $clk_io_pct] -clock clk0 $non_clock_inputs
set_output_delay [expr $clk_period * $clk_io_pct] -clock clk0 [all_outputs]
==> out/qor.txt <==
RSZ-0062 raised after global routing = false
dpl ws = 0.350 ns
CP Data Required Time = 11.92 ns
Flop area = 0 um2
setup ws final = 0.586 ns
crit path launch = i_score[7]
Worst path slowest cell = or4_1
DP Cell Count = 500
Tot Pwr = 0.523 mW
share of cells above drive strength 1 = 15.9%
run status = complete, no violations
WP data arrival = 11.33 ns
Final Cycle Share = 96.1%
worst vdd ir = 0.222 mV
post-route ant nets = 0
Placed Area = 2970 um2
Max Fanout on Critical Path = 10
LEAKAGE = 1.08 nW
die x size = 106 um
Pwr per Cell Area = 171 nW/um2
Hold Path Class = primary input to output port
# IOs = 28
dpl hpwl = 6500 um
initial antenna violation count = 0
Final Hold Fails = 0
PortBufs = 28
number of iterations in the first detailed-routing pass = 5
flop count = 0
detailed-route DRC error count = 0
synth warn = 1
top area contributor share = 5.80%
Gate Count Post-Synth = 374
Chip Area, Yosys = 2570 um2
DRT Wirelength = 8140 um
final slew viol count = 0
Clock buffer cells = 0
largest net degree at the start of global routing = 14
gr usage total = 13.7%
MaxCap Viol Count = 0
Synth area leaders = xnor2_1, a21oi_1, o21ai_0
Rel. slew slack = 46.5%
startpoint types = primary input
DR vias/cell = 6.37
Synth area leader = xnor2_1
ys cells = 374
grt ovf = 0
post-route minimum period = 14.31 ns
Via Count = 3189
final instance area = 3060 um2
Antenna diodes = 0
Area growth, synth to finish = 19.0%
most frequent cells in the layout = nor2_1, nand2_1, a21oi_1, o21ai_0, clkdlybuf4s50_1
Cell Area, Synth = 2570 um2
Min Hold Slack = 6.79 ns
fmax = 69.9 MHz
FP Core Util = 35.6%
post-synthesis sequential area ratio = 0%
number of global-route vias before repair = 2768
Iter 0 DRT Violations = 324
first-pass GRT wire length = 13700 um
Avg Inst Size Synth = 6.87 um2
GPL Wtd Cong = 0.930
worst slew pin tran = 0.797 ns
endpoints failing setup = 0
post-synthesis cell type count = 96
Die Y = 106 um
Rows = 31
OpenROAD warning count = 32
final non-filler cell total = 501
max incr delay on CP = 0.63 ns
Setup CP Type = primary input to output port
Setup crit end = o_score_one[2]
Die Area = 11200 um2
Crit. End Element = output port
Final Util = 42.4%
DR WL/cell = 16.2 um
Hold-fix buffers, CTS = 0
setup tns final = 0 ns
core region area = 7210 um2
area by class of cell:
cell class         count  area (um2)
fillers              752        4160
multi-input cells    347        2480
inverters              9        33.8
repair buffers        46         420
well taps             99         124
metal layers:
layer	GRT usage, %	up-vias	part of all wire, %
met4	1.06	0	0.54
met5	0	-	0
li1	-	1550	-
met1	20.7	1499	49
met3	1.10	6	5.8
met2	21.5	134	45
worst min path at each step:
stage | end | startpoint | cells past startpoint | slack (ns)
CTS | o_score_one[0] | i_score[0] | 2 | 6.80
global route | o_score_one[0] | i_score[0] | 2 | 6.83
finish | o_score_one[0] | i_score[0] | 2 | 6.79
what timing repair did:
action,in CTS,in global routing
setup endpoints to repair,0,4
gates resized,0,14
buffers inserted,0,1
critical path: cells and delay by family:
| family | cells | cell delay (ns) |
|---|---|---|
| buffers and inverters | 2 | 0.97 |
| adders and majority gates | 2 | 0.57 |
| AOI/OAI and AO/OA | 13 | 2.88 |
| and+or+nand+nor | 13 | 3.84 |
| xor gates and xnor gates | 1 | 0.07 |
synth_stat cells (all sizes together), types with 4 or more instances:
library cell,count
buf,17
nor3,21
and3,7
or3,8
a21oi,27
nor4,6
inv,9
nor2,32
xnor2,17
nand2,32
or2,6
o21a,5
a31oi,7
a2bb2oi,6
o31ai,6
nand3,15
o22ai,5
nor2b,4
nor3b,5
a211oi,7
o32ai,6
nand4,5
or4,4
o21ai,37
logic make-up after synthesis:
logic type | count (synthesis) | synth area share, %
mux | 3 | 1.17
xor+xnor | 20 | 7.11
compound gates | 161 | 49.1
buf+inv | 27 | 6.28
simple gates | 157 | 33.7
fa+ha+maj | 6 | 2.68
power by group:
| part | internal, mW | switching, mW |
|---|---|---|
| clock | 0 | 0 |
| combinational | 0.264 | 0.259 |
| sequential | 0 | 0 |
Power and IR drop assume default switching activity.
