--- /design/flow/config.mk ---
export PLATFORM = sky130hd
export DESIGN_NAME = UART_Top
export DESIGN_NICKNAME = UART_Top
export VERILOG_FILES = /design/flow/design.v
export SDC_FILE = /design/flow/constraint.sdc
export NUM_CORES = 4
export LEC_CHECK = 1
export CORE_UTILIZATION = 30
--- /design/flow/run.sh ---
#!/bin/bash
# OpenROAD 26Q1-2900-gdf79404cd8, Yosys 0.63+post, stock flow scripts
make -C /OpenROAD-flow-scripts/flow DESIGN_CONFIG=/design/flow/config.mk WORK_HOME=/design/flow/orfs finish
--- /design/flow/constraint.sdc ---
current_design UART_Top

set clk_period 4.2
set clk_io_pct 0.2

create_clock -name clk0 -period $clk_period [get_ports {i_Clk}]

set non_clock_inputs [all_inputs -no_clocks]
set_input_delay [expr $clk_period * $clk_io_pct] -clock clk0 $non_clock_inputs
set_output_delay [expr $clk_period * $clk_io_pct] -clock clk0 [all_outputs]
--- /design/flow/design.v ---
module FND16(i_sel,o_out);
  input [3:0]i_sel;
  output reg [6:0]o_out;
  always@*
  case(i_sel)
    4'h0 :o_out=7'b1000000;
    4'h1 :o_out=7'b1111001;
    4'h2 :o_out=7'b0100100;
    4'h3 :o_out=7'b0110000;
    4'h4 :o_out=7'b0011001;
    4'h5 :o_out=7'b0010010;
    4'h6 :o_out=7'b0000010;
    4'h7 :o_out=7'b1011000; 
    4'h8 :o_out=7'b0000000;
    4'h9 :o_out=7'b0010000;
    4'ha :o_out=7'b0001000;
    4'hb :o_out=7'b0000111;
    4'hc :o_out=7'b1000110;
    4'hd :o_out=7'b0100001;
    4'he :o_out=7'b0000110;
    4'hf :o_out=7'b0001110;
  endcase
endmodule
module UART_RX(
	i_Clk, i_Rst,
	i_Rx,
	o_fDone, o_Data
);
input i_Clk, i_Rst;
input i_Rx;
output o_fDone;
output [7:0] o_Data;
wire fLstClk;
wire fCapture;
wire fLstBit;
reg [8:0] c_ClkCnt, n_ClkCnt;
reg [7:0] c_Data  , n_Data;
reg [2:0] c_BitCnt, n_BitCnt;
reg [1:0] c_State , n_State;
reg 	  c_Rx	  , n_Rx;
parameter BAUD = 115200;
parameter LSTCLk = 50_000_000 / BAUD;
parameter IDLE 	   = 2'b00,
		  RX_START = 2'b01,
		  RX_DATA  = 2'b10,
		  RX_STOP  = 2'b11;
assign fLstClk  = c_ClkCnt == LSTCLk;
assign fCapture = c_ClkCnt == LSTCLk/2;
assign fLstBit  = fLstClk && &c_BitCnt;
assign o_fDone = c_State == RX_STOP;
assign o_Data  = o_fDone ? c_Data : 0;
always @(posedge i_Clk, negedge i_Rst) begin
	if(!i_Rst) begin
		c_ClkCnt = 0;
		c_Data   = 0;
		c_BitCnt = 0;
		c_State  = 0;
		c_Rx     = 0;
	end
	else begin
		c_ClkCnt = n_ClkCnt;
		c_Data   = n_Data;
		c_BitCnt = n_BitCnt;
		c_State  = n_State;
		c_Rx	 = i_Rx;	
	end
end
always @* begin
	n_Rx	 = i_Rx;
	n_State  = c_State;
	n_BitCnt = 0;
	n_ClkCnt = 0;
	n_Data 	 = c_Data;
	case(c_State)
		IDLE : begin
			n_Data   = 0;
			if(!c_Rx) n_State = RX_START;
		end
		RX_START : begin
			n_ClkCnt = fLstClk ? 0 : c_ClkCnt + 1;
			if(fLstClk) n_State = RX_DATA;
		end
		RX_DATA : begin
			n_ClkCnt = fLstClk ? 0 : c_ClkCnt + 1;
			n_BitCnt = fLstClk ? c_BitCnt + 1 : c_BitCnt;
			if(fCapture) n_Data   = {c_Rx,c_Data[7:1]};
			if(fLstBit)  n_State  = RX_STOP;
		end
		RX_STOP : begin
			n_State = IDLE;
		end
	endcase
end
endmodule
module UART_TX(
	i_Clk, i_Rst,
	i_fTx, i_Data,
	o_fDone, o_fReady, o_Tx
);
input i_Clk, i_Rst;
input i_fTx;
input [7:0] i_Data;
output o_fDone, o_fReady, o_Tx;
wire fLstClk;
wire fLstBit;
reg [8:0] c_ClkCnt, n_ClkCnt,
		  c_Data,	n_Data;
reg [2:0] c_BitCnt, n_BitCnt;
reg [1:0] c_State , n_State;
parameter BAUD = 115200;
parameter LSTCLk = 50_000_000 / BAUD;
parameter IDLE 	   = 2'b00,
		  TX_START = 2'b01,
		  TX_DATA  = 2'b10,
		  TX_STOP  = 2'b11;
assign fLstClk  = c_ClkCnt == LSTCLk;
assign fLstBit  = fLstClk && &c_BitCnt;
assign o_fDone  = c_State == TX_STOP && fLstClk;
assign o_fReady = c_State == IDLE;
assign o_Tx		= c_Data[0];
always @(posedge i_Clk, negedge i_Rst) begin
	if(!i_Rst) begin
		c_ClkCnt = 0;
		c_Data   = 9'b111111111;
		c_BitCnt = 0;
		c_State  = IDLE;
	end
	else begin
		c_ClkCnt = n_ClkCnt;
		c_Data   = n_Data;
		c_BitCnt = n_BitCnt;
		c_State  = n_State;
	end
end
always @* begin
	n_ClkCnt = c_ClkCnt;
	n_BitCnt = 0;
	n_Data	 = c_Data;
	n_State  = c_State;
	case(c_State)
		IDLE : begin
			n_ClkCnt = 0;
			n_Data = i_fTx ? {i_Data,1'b0} : c_Data;
			if(i_fTx) n_State = TX_START;
		end
		TX_START : begin
			n_ClkCnt = fLstClk ? 0 : c_ClkCnt + 1;
			if(fLstClk) n_State = TX_DATA;
			n_Data = fLstClk ? {1'b1,c_Data[8:1]} : c_Data;
		end
		TX_DATA : begin
			n_ClkCnt = fLstClk ? 0 : c_ClkCnt + 1;
			n_BitCnt = fLstClk ? c_BitCnt + 1 : c_BitCnt;
			n_Data = fLstClk ? {1'b1,c_Data[8:1]} : c_Data;
			if(fLstBit)  n_State  = TX_STOP;
		end
		TX_STOP : begin
			n_ClkCnt = fLstClk ? 0 : c_ClkCnt + 1;
			n_State = fLstClk ? IDLE : c_State;
		end
	endcase
end
endmodule
module UART_Top(
	i_Clk, i_Rst,
	i_Rx, i_Push,
	o_Tx, o_FND0, o_FND1
);
input i_Clk, i_Rst;
input i_Rx;
input [3:0] i_Push;
output [6:0] o_FND0, o_FND1;
output o_Tx;
wire [7:0] o_Data, TX_DATA;
wire o_fDoneRX, o_fDoneTX, o_fReady;
wire Tx_i_fTx, n_nPush;
reg [3:0] c_FND0,  n_FND0,
          c_FND1,  n_FND1;
reg 	  c_fPush, n_fPush;
FND16 FND0 (c_FND0, o_FND0);
FND16 FND1 (c_FND1, o_FND1);
UART_RX R0 (i_Clk, i_Rst, i_Rx, o_fDoneRX, o_Data);
UART_TX T0 (i_Clk, i_Rst, Tx_i_fTx, TX_DATA, o_fDoneTX, o_fReady, o_Tx);
assign n_nPush = n_fPush;
assign Tx_i_fTx = c_fPush && !n_nPush;
assign TX_DATA = 
    (i_Push == 4'b1110) ? 8'd1 :
    (i_Push == 4'b1101) ? 8'd2 :
    (i_Push == 4'b1011) ? 8'd3 : 8'd0;
always @(posedge i_Clk, negedge i_Rst) begin
	if(!i_Rst) begin
		c_FND0 		= 0;
        c_FND1 		= 0;
		c_fPush 	= 1;
	end
	else begin
		c_FND0 		= n_FND0;
		c_FND1 		= n_FND1;
		c_fPush 	= n_fPush;
	end
end
always @* begin
	n_fPush = &i_Push;
    if(o_fDoneRX) begin
        n_FND0 = o_Data[3:0];
        n_FND1 = o_Data[7:4];
    end
	else begin
    	n_FND0  = c_FND0;
    	n_FND1  = c_FND1;
	end
end
endmodule
==> results_slide.txt <==
Key Metrics from the Run

Yosys
  • Syn avg cell area: about 10 sq um
  • Cells after synthesis: ~320
  • Main flop type: dfrtp_1
  • Post-Syn Area: around 3300 sq um
  • Sequential fraction of the synthesis area: 0.457
  • Post-synth ARST share: 1.00
  • Synth cell types: about 52
  • # Cells Yosys: about 320
  • Synthesized registers: 59
  • Chip Area, Yosys: approximately 3300 sq um
  • Number of enable flip-flop cells: 0
  • Ys Warns: 4

Clock network
  • Post-CTS setup repair buffer count: 0
  • Clock sinks: 59
  • CTS resizes: 0
  • H-Tree Depth: 3
  • Clock Latency Late Sink: ~0.33 ns
  • CTS tree: yes
  • CTS Hold Bufs: 0
  • Num CTS Buffers: 9
  • Max clock buf depth: 2
  • Clock-pin slew on the worst setup and hold paths: about 0.07 ns
  • Clk root buf: clkbuf_8

Drt
  • Post-route ant nets: 0
  • Ant diodes: 0
  • Post-Route WL: between 5000 and 6000 microns
  • First-pass DRT Iterations: 5
  • Drc violations: 0
  • Drt first-iter violations: about 110
  • Vias: approximately 2300
  • Routed vias/inst: about 4.8
  • Drt wl/cell: roughly 11 microns

Final timing
  • Setup TNS: 0 ns
  • Max Slew Vio Count: 0
  • Slew margin rel.: 0.548
  • Max Fclk: roughly 340 MHz
  • Worst slew pin tran: 0.673 ns
  • Final hold violation count: 0
  • Setup violators final: 0
  • Final Skew: between 0.008 and 0.009 ns
  • Worst Hold Margin: ~0.47 ns
  • RSZ-0062 raised after global routing: false
  • Slack of the critical path: 1.25 ns
  • Fin crit period: 2.95 ns
  • Final period utilization: 0.702

Setup path
  • Setup crit end kind: output port
  • Crit Path Category: reg2out
  • Crit path DAT: approximately 2.1 ns
  • Worst EP required: between 3 and 4 ns
  • Critical Path Fanout Max: 7
  • Crit start category: flop

Placed design
  • Final GP Congestion: 0.788
  • IO Port Bufs: 21
  • Pre-CTS setup slack: about 1.6 ns
  • DP HPWL: between 3000 and 4000 microns

Hold path
  • Hold Crit Class: reg2reg

Global routing
  • Vias in the first global route: 2215
  • Initial antenna violation count: 0
  • First-pass GRT wire length: 10100 microns
  • GR Util All Layers: 0.110
  • Gr ovfl total: 0
  • Pin count of the biggest net entering global routing: 33

Layout
  • Final Util: 0.364
  • Layout cell share with drive strength beyond 1: 0.172
  • Most frequent cells in the layout: dfrtp_1, nand2_1, nor2_1
  • Area Growth Syn to Fin: 16.1%
  • Most numerous logic cell after layout: dfrtp_1

Die
  • I/O Pins: 22
  • CORE AREA: between 10000 and 15000 sq um
  • Fp util: 0.313
  • DIE AREA: ~11000 sq um
  • Die X: approximately 110 microns
  • FP Rows: 37
  • Die Height: around 110 microns

Pwr
  • Power, Total: 0.00113 W
  • Leakage: 1.56 nW
  • Pwr dens: ~300 nW/um^2
  • Peak supply drop: 117 uV

Flow run
  • Max-Cap Viols: 0
  • Tool warnings: 36

Outcome
  • Outcome: completed
## worst paths after layout
path / slack (ns) / start / cells past startpoint / end
min in group asynchronous: 0.52 / i_Rst / 1 / R0.c_ClkCnt[6]$_DFF_PN0_
min: 0.47 / T0.c_Data[8]$_DFFE_PN1P_ / 2 / T0.c_Data[8]$_DFFE_PN1P_
max reg2reg: 2.26 / T0.c_ClkCnt[0]$_DFF_PN0_ / 6 / T0.c_Data[2]$_DFFE_PN1P_
max: 1.25 / c_FND0[0]$_DFFE_PN0P_ / 5 / o_FND0[3]
max in group asynchronous: 2.80 / i_Rst / 2 / T0.c_Data[6]$_DFFE_PN1P_
min reg2reg: 0.47 / T0.c_Data[8]$_DFFE_PN1P_ / 2 / T0.c_Data[8]$_DFFE_PN1P_
## sequential cells by signal, summed over array words and instances, names as in the netlist
| name | count |
|---|---|
| R0.c_Rx | 1 |
| T0.c_BitCnt | 3 |
| T0.c_Data | 9 |
| R0.c_BitCnt | 3 |
| R0.c_State | 4 |
| R0.c_ClkCnt | 9 |
| c_FND0 | 4 |
| R0.c_Data | 8 |
| c_fPush | 1 |
| c_FND1 | 4 |
| T0.c_ClkCnt | 9 |
| T0.c_State | 4 |
## layout make-up
type	count	area, sq um
clock buffers	14	173
clock inverters	2	35.0
fillers	988	6630
inverters	18	67.6
multi-input cells	229	1640
flip-flops and latches	59	1490
well taps	136	170
repair buffers	22	213
## cells by family after synthesis
logic type / count (synthesis) / synth area share
compound gates: 49 / 0.115
xor+xnor: 16 / 0.0430
fa+ha+maj: 19 / 0.0729
buf+inv: 33 / 0.0403
flops: 59 / 0.457
mux: 20 / 0.0717
simple gates: 125 / 0.200
## where the power goes
group / switching [W] / internal [W]
clock network: 0.000210 / 0.000322
registers: 0.00000158 / 0.000572
logic: 0.0000147 / 0.00000784
total: 0.000227 / 0.000902
## metal layers
metal | up-vias | wire, microns | track usage | part of all wire
li1 | 1161 | - | - | -
met2 | 33 | 2290 | 0.159 | 0.41
met1 | 1076 | 2950 | 0.176 | 0.54
met5 | - | 0 | 0 | 0
met4 | 0 | 108 | 0.0188 | 0.020
met3 | 11 | 165 | 0.0206 | 0.030
## cells in the mapped netlist (3+ instances only)
library cell | count | area, sq um
dfrtp_1 | 47 | 1180
nand2_1 | 40 | 150
nor2_1 | 28 | 105
ha_1 | 19 | 238
nand4_1 | 18 | 113
inv_1 | 17 | 63.8
dfstp_2 | 12 | 315
nand3_1 | 12 | 60.1
o21ai_0 | 12 | 60.1
xnor2_1 | 10 | 87.6
clkbuf_1 | 9 | 33.8
o211ai_1 | 9 | 67.6
mux2_2 | 8 | 90.1
mux2i_1 | 8 | 80.1
a21bo_2 | 6 | 60.1
xor2_1 | 6 | 52.6
a22o_1 | 4 | 35.0
or2_2 | 4 | 25.0
a21oi_1 | 3 | 15.0
nand2b_1 | 3 | 18.8
nor3_1 | 3 | 15.0
## critical path, stage by stage, from the launching register on
cell and delay [ns]:
dfrtp_1 0.45, inv_1 0.13, ha_1 0.29, inv_1 0.05
mux4_2 0.44, clkdlybuf4s50_1 0.41
## stage by stage
step / std cells / area, sq um
CTS: 480 / 3790
global placement: 464 / 3580
finish: 480 / 3790
floorplan: 321 / 3260
global route: 480 / 3790
detailed placement: 464 / 3580
Power is estimated from default activity; no workload was simulated.
