==> design/flow/design.v <==
module FND(i_sel,o_out);
  input [3:0]i_sel;
  output reg [6:0]o_out;
  always@*
  case(i_sel)
    4'h0:o_out=7'b1000000;
    4'h1:o_out=7'b1111001;
    4'h2:o_out=7'b0100100;
    4'h3:o_out=7'b0110000;
    4'h4:o_out=7'b0011001;
    4'h5:o_out=7'b0010010;
    4'h6:o_out=7'b0000010;
    4'h7:o_out=7'b1011000; 
    4'h8:o_out=7'b0000000;
    4'h9:o_out=7'b0010000;
	 default o_out=7'b1111111;
  endcase
endmodule
module Rx_Top(
	i_Clk, i_Rst,
    i_Rx,
    o_FND0, o_FND1
);
input i_Clk, i_Rst;
input i_Rx;
output [6:0] o_FND0, o_FND1;
wire [7:0] o_Data;
wire o_fDone;
reg [3:0] c_FND0, n_FND0,
          c_FND1, n_FND1;
FND FND0 (c_FND0, o_FND0);
FND FND1 (c_FND1, o_FND1);
UART_RX U0 (i_Clk, i_Rst, i_Rx, o_fDone, o_Data);
always @(posedge i_Clk, negedge i_Rst) begin
	if(!i_Rst) begin
        c_FND0 = 0;
        c_FND1 = 0;
	end
	else begin
        c_FND0   = n_FND0;
        c_FND1   = n_FND1;
	end
end
always @* begin
    n_FND0 = c_FND0;
    n_FND1 = c_FND1;
    if(o_fDone) begin
        n_FND0 = o_Data[3:0];
        n_FND1 = o_Data[7:4];
    end
end
endmodule
module UART_RX(
	i_Clk, i_Rst,
	i_Rx,
	o_fDone, o_Data
);
input i_Clk, i_Rst;
input i_Rx;
output o_fDone;
output [7:0] o_Data;
wire fLstClk;
wire fCapture;
wire fLstBit;
reg [8:0] c_ClkCnt, n_ClkCnt;
reg [7:0] c_Data  , n_Data;
reg [2:0] c_BitCnt, n_BitCnt;
reg [1:0] c_State , n_State;
reg 	  c_Rx	  , n_Rx;
parameter BAUD = 115200;
parameter LSTCLk = 50_000_000 / BAUD;
parameter IDLE 	   = 2'b00,
		  RX_START = 2'b01,
		  RX_DATA  = 2'b10,
		  RX_STOP  = 2'b11;
assign fLstClk  = c_ClkCnt == LSTCLk;
assign fCapture = c_ClkCnt == LSTCLk/2;
assign fLstBit  = fLstClk && &c_BitCnt;
assign o_fDone = c_State == RX_STOP;
assign o_Data  = o_fDone ? c_Data : 0;
always @(posedge i_Clk, negedge i_Rst) begin
	if(!i_Rst) begin
		c_ClkCnt = 0;
		c_Data   = 0;
		c_BitCnt = 0;
		c_State  = 0;
		c_Rx     = 0;
	end
	else begin
		c_ClkCnt = n_ClkCnt;
		c_Data   = n_Data;
		c_BitCnt = n_BitCnt;
		c_State  = n_State;
		c_Rx	 = i_Rx;	
	end
end
always @* begin
	n_Rx	 = i_Rx;
	n_State  = c_State;
	n_BitCnt = 0;
	n_ClkCnt = 0;
	n_Data 	 = c_Data;
	case(c_State)
		IDLE : begin
			n_Data   = 0;
			if(!c_Rx) n_State = RX_START;
		end
		RX_START : begin
			n_ClkCnt = fLstClk ? 0 : c_ClkCnt + 1;
			if(fLstClk) n_State = RX_DATA;
		end
		RX_DATA : begin
			n_ClkCnt = fLstClk ? 0 : c_ClkCnt + 1;
			n_BitCnt = fLstClk ? c_BitCnt + 1 : c_BitCnt;
			if(fCapture) n_Data   = {c_Rx,c_Data[7:1]};
			if(fLstBit)  n_State  = RX_STOP;
		end
		RX_STOP : begin
			n_State = IDLE;
		end
	endcase
end
endmodule
==> design/flow/run.sh <==
#!/bin/bash
# OpenROAD 26Q1-2900-gdf79404cd8, Yosys 0.63+post, stock flow scripts
make -C /OpenROAD-flow-scripts/flow DESIGN_CONFIG=/design/flow/config.mk WORK_HOME=/design/flow/orfs finish
==> design/flow/config.mk <==
export PLATFORM = sky130hd
export DESIGN_NAME = Rx_Top
export DESIGN_NICKNAME = Rx_Top
export VERILOG_FILES = /design/flow/design.v
export SDC_FILE = /design/flow/constraint.sdc
export NUM_CORES = 4
export LEC_CHECK = 1
export CORE_UTILIZATION = 40
==> design/flow/constraint.sdc <==
current_design Rx_Top

set clk_period 3.8
set clk_io_pct 0.2

create_clock -name clk0 -period $clk_period [get_ports {i_Clk}]

set non_clock_inputs [all_inputs -no_clocks]
set_input_delay [expr $clk_period * $clk_io_pct] -clock clk0 $non_clock_inputs
set_output_delay [expr $clk_period * $clk_io_pct] -clock clk0 [all_outputs]
==> reports/qor.csv <==
stage;metric;value;unit
outcome;status;finished clean;
final_layout;share of cells above drive strength 1;0.0821;
drt;Routed Antenna Nets;0;
final_layout;Layout fillers;435;
worst_setup_path;Worst setup SP type;flop;
sta;Slew HR;0.635;
yosys;Distinct cells, synth;40;
sta;cycle use final;0.696;
sta;RSZ-0062 raised after global routing;false;
drt;Initial DRC Count;77;
placed_design;HPWL after DPL;2280;um
grt;first-pass GRT wire length;5980;um
final_layout;Core Util, Final;0.471;
pwr;P_leak;0.959;nW
yosys;yosys stat area;0.00199;mm2
yosys;register share after synthesis;0.415;
sta;fmax;378;MHz
drt;drc violations;0;
sta;final setup fails;0;
drt;routed via count;1401;
cts;postcts setup bufs;0;
cts;clock root buffer;clkbuf_8;
pwr;post-layout power;614;uW
cts;H-tree depth;2;
worst_setup_path;Data arrival, critical path;1.88;ns
worst_setup_path;crit path kind;flop to primary output;
yosys;XOR/XNOR share of the synthesized area;0.0220;
grt;initial antenna violation count;0;
worst_setup_path;CP max FO;7;
drt;Ant. Diodes;0;
cts;Max clock buf depth;2;
yosys;post-synthesis simple-gate area fraction;0.184;
cts;Worst-Skew Late Latency;0.27;ns
placed_design;port bufs;16;
floorplanning;Die X-Extent;72.5;um
sta;Slew Viols, Final;0;
yosys;Compound Share, Synth;0.162;
grt;Global Route Usage Sum;0.144;
flow_run;tool warning count;35;
min_path;hold crit path type;flop to flop;
drt;Pre-antenna DRT Iters;4;
sta;Clock Skews;0.00357;ns
floorplanning;# IOs;17;
floorplanning;Placement Rows;25;
grt;largest net degree at the start of global routing;34;
floorplanning;FP Util;0.419;
final_layout;comb. cell area;0.00103;mm2
yosys;MUX area fraction;0.0547;
pwr;power density cells;274;mW/mm2
yosys;Dominant comb cell;simple AND/OR/NAND/NOR gates;
drt;wire per inst;11.9;um
cts;CTS clk-pin slew, worst paths;0.06;ns
yosys;Mean Syn Cell Area;10.1;um2
cts;PostCTS Resize Cnt;0;
cts;CTS Buf Count;5;
sta;hold slack;0.511;ns
drt;DR vias/cell;5.11;
final_layout;Seq. cell area;827;um2
placed_design;GPL Wtd Cong;0.833;
yosys;mapped cell area;0.00199;mm2
grt;GR Overflow Total;0;
sta;crit path time final;2.64;ns
sta;Final Hold Fails;0;
yosys;Synth Warn #;3;
flow_run;number of max-cap violations;0;
pwr;worst vdd ir;0.179;mV
floorplanning;chip area;0.00526;mm2
final_layout;Layout area overhead;12.6;%
yosys;yosys cell count;197;
yosys;yosys adder share;0.0943;
worst_setup_path;critical path data required time;3.04;ns
yosys;Registers, synthesis;33;
floorplanning;DIE HEIGHT;72.5;um
sta;slew at the pin with the worst max-slew slack;0.548;ns
grt;number of global-route vias before repair;1322;
cts;CTS tree;yes;
cts;hold_buf cts;0;
yosys;Synth Instances;197;
floorplanning;core area;0.00475;mm2
drt;Routed WL;3260;um
worst_setup_path;CP Capture Type;primary output;
cts;CTS Sinks;33;
sta;setup tns final;0;ns
routing by layer:
| layer | routed length (um) | vias up | global-route usage |
|---|---|---|---|
| met5 | 0 | - | 0 |
| met1 | 1660 | 664 | 0.223 |
| met4 | 41 | 0 | 0.0174 |
| met3 | 111 | 5 | 0.0225 |
| met2 | 1450 | 20 | 0.228 |
| li1 | - | 712 | - |
registers in the layout (all words and copies together) (netlist names):
register / count
U0.c_Data: 8
U0.c_Rx: 1
c_FND0: 4
U0.c_State: 4
U0.c_BitCnt: 3
U0.c_ClkCnt: 9
c_FND1: 4
synth_stat cells:
| master | instances | area (um2) |
|---|---|---|
| buf_2 | 3 | 15.0 |
| clkbuf_1 | 6 | 22.5 |
| nand4_1 | 1 | 6.26 |
| dfstp_2 | 1 | 26.3 |
| nor4_1 | 2 | 12.5 |
| buf_6 | 4 | 45.0 |
| and2_1 | 8 | 50.1 |
| mux2_2 | 6 | 67.6 |
| inv_1 | 13 | 48.8 |
| o22ai_1 | 1 | 6.26 |
| dfrtp_1 | 32 | 801 |
| nand3_1 | 4 | 20.0 |
| a21oi_1 | 11 | 55.1 |
| mux2_1 | 1 | 11.3 |
| mux2i_1 | 3 | 30.0 |
| o31ai_1 | 2 | 15.0 |
| or3_1 | 4 | 25.0 |
| or2_0 | 2 | 12.5 |
| a221o_1 | 7 | 70.1 |
| xor2_1 | 4 | 35.0 |
| or2_1 | 1 | 6.26 |
| nand4b_4 | 1 | 23.8 |
| nor2_1 | 13 | 48.8 |
| a2bb2oi_1 | 2 | 17.5 |
| o31ai_4 | 2 | 42.5 |
| a311o_1 | 1 | 10.0 |
| clkbuf_2 | 1 | 5.00 |
| nand2b_1 | 2 | 12.5 |
| nor3_1 | 2 | 10.0 |
| nand4b_1 | 1 | 8.76 |
| nor2b_1 | 2 | 12.5 |
| xnor2_1 | 1 | 8.76 |
| o21ai_0 | 16 | 80.1 |
| and3_1 | 1 | 6.26 |
| nand4bb_1 | 1 | 11.3 |
| ha_1 | 15 | 188 |
| nand2_1 | 10 | 37.5 |
| nor4b_1 | 7 | 61.3 |
| o41ai_1 | 2 | 17.5 |
| a21o_1 | 1 | 7.51 |
kinds of logic (layout without fill, tap and decap cells):
logic type | after synthesis | after routing
AOI/OAI and AO/OA | 45 | 45
xor gates and xnor gates | 5 | 5
adders and majority gates | 15 | 15
buffers and inverters | 27 | 37
DFF | 33 | 33
muxes | 10 | 10
and+or+nand+nor | 62 | 62
path summary, 6_finish.rpt:
path,startpoint,endpoint,slack (ns),cells past startpoint
setup / recovery,c_FND0[1],o_FND0[0],1.16,6
hold / removal,U0.c_Rx,U0.c_State[2],0.51,1
setup reg to reg,U0.c_ClkCnt[1],U0.c_Data[0],1.88,5
hold reg to reg,U0.c_Rx,U0.c_State[2],0.51,1
max in group asynchronous,i_Rst,U0.c_State[0],2.58,2
min in group asynchronous,i_Rst,U0.c_Data[2],0.89,2
metrics by stage:
step	area, um2	setup WS, ns	instances
after floorplan	1990	1.97	197
after global placement	2150	1.51	267
after detailed placement	2150	1.45	267
after CTS	2240	1.15	274
after global routing	2240	0.983	274
final	2240	1.16	274
where the power goes:
| part | total [mW] | switching, mW | internal (mW) |
|---|---|---|---|
| Combinational | 0.00898 | 0.00653 | 0.00245 |
| Sequential | 0.353 | 0.000520 | 0.352 |
| Clock | 0.253 | 0.110 | 0.143 |
critical path: stages (launching register included):
cell             delay, ns
dfrtp_1               0.45
inv_1                 0.12
ha_1                  0.19
mux2_2                0.25
nor2_1                0.14
a21oi_1               0.06
clkdlybuf4s50_1       0.40
area by class of cell:
type / instances / share of cell area
Clock buffer: 7 / 0.0385
Inverter: 13 / 0.0218
Multi-Input combinational cell: 137 / 0.458
Sequential cell: 33 / 0.369
Tap cell: 67 / 0.0374
Timing Repair Buffer: 17 / 0.0748
cells in the final DEF, fill, tap and decap left out, drive strengths merged:
master,instances
o41ai,2
and2,8
nand2,10
nand4b,2
nor3,2
o31ai,4
or3,4
a21o,1
a221o,7
a21oi,11
buf,1
dfstp,1
nand4,1
o22ai,1
nand2b,2
clkdlybuf4s50,16
clkbuf,7
nor2b,2
nor4,2
o21ai,16
a311o,1
ha,15
or2,3
mux2,7
nand3,4
xor2,4
nor4b,7
nand4bb,1
xnor2,1
a2bb2oi,2
dfrtp,32
and3,1
nor2,13
mux2i,3
inv,13
Power figures rest on the tool's default switching activity, not on a simulated workload.
