==> design.v <==
module SetHead(
    i_Clk, i_Rst,
    i_Way, i_Push, i_Head_x, i_Head_y,
    o_Head_x, o_Head_y, o_Way
);
    input i_Clk, i_Rst;
    input [1:0] i_Way;
    input [1:0] i_Push;
    input [5:0] i_Head_x, i_Head_y;
    output [5:0] o_Head_x, o_Head_y;
    output [1:0] o_Way;
    parameter   UP    = 0,
              	DOWN  = 1,
              	RIGHT = 2,
              	LEFT  = 3;
	wire isUnway = (i_Push==UP && i_Way==DOWN) ||
				   (i_Push==DOWN && i_Way==UP) ||
				   (i_Push==RIGHT && i_Way==LEFT) ||
				   (i_Push==LEFT && i_Way==RIGHT);
    assign o_Way = isUnway ? i_Way : i_Push;
    assign o_Head_x = isUnway ? i_Head_x + (i_Way == UP ? -1 : (i_Way == DOWN ? 1 : 0)) : i_Head_x + (i_Push == UP ? -1 : (i_Push == DOWN ? 1 : 0));
    assign o_Head_y = isUnway ? i_Head_y + (i_Way == LEFT ? -1 : (i_Way == RIGHT ? 1 : 0)) : i_Head_y + (i_Push == LEFT ? -1 : (i_Push == RIGHT ? 1 : 0));
endmodule
==> run.sh <==
#!/bin/bash
# OpenROAD 26Q1-2900-gdf79404cd8, Yosys 0.63+post, stock flow scripts
make -C /OpenROAD-flow-scripts/flow DESIGN_CONFIG=/design/flow/config.mk WORK_HOME=/design/flow/orfs finish
==> config.mk <==
export PLATFORM = sky130hd
export DESIGN_NAME = SetHead
export DESIGN_NICKNAME = SetHead
export VERILOG_FILES = /design/flow/design.v
export SDC_FILE = /design/flow/constraint.sdc
export NUM_CORES = 4
export LEC_CHECK = 1
export CORE_AREA = 10 10 70 70
export DIE_AREA = 0 0 80 80
==> constraint.sdc <==
current_design SetHead

set clk_period 4.2
set clk_io_pct 0.2

create_clock -name clk0 -period $clk_period

set non_clock_inputs [all_inputs -no_clocks]
set_input_delay [expr $clk_period * $clk_io_pct] -clock clk0 $non_clock_inputs
set_output_delay [expr $clk_period * $clk_io_pct] -clock clk0 [all_outputs]
==> results.json <==
{
  "fp_util_pct": 13.4,
  "min_delay_worst_type": "input port to output port",
  "gp_congestion": 0.752,
  "num_vias": 504,
  "sequential_cell_area_sq_um": 0,
  "gr-usage-all-layers_pct": 4.17,
  "post_synthesis_average_cell_area_sq_um": 8.03,
  "postRouteWirelength_um": 1340,
  "width_of_the_die_um": 80,
  "total_leakage_power_nw": 0.426,
  "synth.yosys.warnings": 0,
  "library_cell_contributing_the_largest_single_delay_on_the_critical_path": "clkdlybuf4s50_1",
  "yosys-stat-cells": 57,
  "period_needed_ns": 4.04,
  "postSynthCellCount": 57,
  "setup-violations-final": 0,
  "ys_seq_share_pct": 0,
  "worst_slew_pin_slew_ns": 0.199,
  "finalHoldViolations": 0,
  "wl_per_cell_um": 9.69,
  "dr.pass1.iters": 4,
  "criticalPathCategory": "input port to output port",
  "ir_worst_vdd_mv": 0.0458,
  "dieHeight_um": 80,
  "pin_count_of_the_biggest_net_entering_global_routing": 6,
  "tns_ns": 0,
  "timing.max_slew.rel_slack_pct": 86.7,
  "max_stage_delay_ns": 0.49,
  "coreArea_sq_mm": 0.00342,
  "number_of_distinct_library_cells_after_synthesis": 17,
  "antenna_cells_inserted": 0,
  "ys_chip_area_sq_um": 458,
  "result_of_the_run": "complete, no violations",
  "grt_pass1_wl_um": 2280,
  "core.rowCount": 21,
  "detailedPlacementHpwl_um": 1190,
  "crit_path_max_fanout": 5,
  "crit_path_frequent_cell": "buf_4",
  "worst_hold_startpoint": "i_Head_y[5]",
  "grt_antenna_before_repair": 0,
  "mappedNetlistArea_sq_um": 458,
  "io_buffers": 30,
  "post_route_cells_drive_above_1_share_pct": 15.2,
  "rsz_0062_raised_after_global_routing": "false",
  "worst_setup_endpoint": "o_Head_x[5]",
  "setup.worst_path.start": "i_Way[1]",
  "power_per_cell_area_mw_per_mm2": 142,
  "ioPinCount": 32,
  "grt_pass1_vias": 511,
  "warning_count": 35,
  "fillCellCount": 365,
  "achievable-frequency_mhz": 248,
  "growth_of_design_area_from_synthesis_to_finish_pct": 94.5,
  "timing.final.ws_setup_ns": 0.164,
  "post-route-drc-count": 0,
  "antenna_violating_nets_post_route": 0,
  "number_of_vias_per_cell_after_detailed_routing": 3.65,
  "n_clock_buffer": 0,
  "period_utilisation_layout_pct": 96.1,
  "design.die.area_sq_mm": 0.00640,
  "grt.overflow.total": 0,
  "worst-endpoint-required_ns": 3.36,
  "timing.critical_path.from_type": "input port",
  "multiInputGateArea_sq_um": 437,
  "dp_worst_setup_slack_ns": 0.0826,
  "endpoint_kind": "output port",
  "critical_path_data_arrival_time_ns": 3.20,
  "max-cap-violations": 0,
  "design.seq.count": 0,
  "initialDrtViolationCount": 8,
  "critical_path.cell_chain": "clkdlybuf4s50_1 > buf_4 > nor2b_1 > a211oi_2 > buf_4 > buf_4 > ha_1 > a21o_1 > a31oi_2 > xnor2_1 > clkdlybuf4s50_1",
  "slew_viol_final": 0
}
## routing by layer
metal | track usage (%) | share of wire [%]
met1 | 5.86 | 48
met2 | 6.34 | 41
met3 | 1.48 | 11
met4 | 0 | 0
met5 | 0 | 0
## placed cells by master, fill, tap and decap left out, types with 2 or more instances in the layout
master	Yosys	final
clkdlybuf4s50_1	0	29
inv_1	11	11
ha_1	11	10
xnor2_1	8	8
buf_4	0	7
a21o_1	4	4
a21oi_1	5	4
xor2_1	3	3
a211oi_2	1	2
nand2_1	2	2
mux2_2	2	2
fa_1	2	2
## cell type report
type               instances  area share (%)
multi-input cells         44            49.0
inverters                 11            4.63
repair buffers            37            39.9
well taps                 46            6.46
## timing repair
action | CTS | global route
hold endpoints to repair | 0 | 0
setup buffers | 0 | 2
gates resized | 0 | 5
hold buffers | 0 | 0
endpoints found under the setup margin | 0 | 3
## report_power, final
| group | leakage [nW] | switching (mW) | internal, mW |
|---|---|---|---|
| Sequential | 0 | 0 | 0 |
| Combinational | 0.426 | 0.0405 | 0.0863 |
| Clock | 0 | 0 | 0 |
## cell families after synthesis
logic type	synth area share, %
AOI/OAI and AO/OA	20.5
adders and majority gates	38.8
buffers and inverters	10.7
xor gates and xnor gates	21.0
and+or+nand+nor	4.10
muxes	4.92
## cells in the mapped netlist
master	n	share of area [%]
mux2_2	2	4.9
a21o_1	4	6.6
nand2_1	2	1.6
xor2_1	3	5.7
ha_1	11	30
a211oi_1	1	1.6
a21oi_1	5	5.5
o21bai_1	1	1.6
fa_1	2	8.7
a31oi_1	1	1.4
clkbuf_1	2	1.6
o21ai_0	1	1.1
a211oi_2	1	2.7
xnor2_1	8	15
nand3_1	1	1.1
nor2b_1	1	1.4
inv_1	11	9.0
## per-stage QoR
step	total power, mW	util [%]	std cells	hold WS [ns]	area, sq um
final	0.127	26.1	138	2.45	891
after global routing	0.143	26.1	138	2.51	891
after CTS	0.125	24.8	136	2.74	846
after detailed placement	0.123	24.8	136	2.73	846
after global placement	0.122	24.8	136	2.72	846
after floorplan	0.0465	-	57	1.72	458
## worst min path at each step
stage	to	cells past startpoint
after global routing	o_Head_y[5]	4
after CTS	o_Head_y[0]	3
final	o_Head_y[5]	4
## worst max-delay path, delay by kind of cell
| family | cells | cell delay (ns) |
|---|---|---|
| xor+xnor | 1 | 0.14 |
| fa+ha+maj | 1 | 0.26 |
| simple gates | 1 | 0.05 |
| buf+inv | 5 | 1.38 |
| compound gates | 3 | 0.53 |
No activity file was given, so power comes from the tool's default toggle rates.
